==> flow/design.v <==
module ismi(
   input                hclk        ,
   input                hresetn     ,
   input                hsel        ,
   input  [31:0]        haddr       ,
   input  [31:0]        hwdata      ,
   input  [1:0]         htrans      ,
   input  [2:0]         hburst      ,
   input  [1:0]         hsize       ,
   input                hwrite      ,
   input                hreadyin    ,
   output reg [31:0]    hrdata      ,
   output               hreadyout   ,
   output [1:0]         hresp       ,
   input  [31:0]        mrdata      ,
   output [29:0]        maddr       ,
   output               mcen        ,
   output reg [31:0]    mwdata      ,
   output reg [3:0]     mwe         
);
parameter   IDLE    =0  ;
parameter   WRPA    =1  ;
parameter   WAIT    =2  ;          
parameter   RDPA1   =3  ;
parameter   RDPD    =4  ;
parameter   RDPR    =5  ;
parameter   BRBZ    =6  ;
parameter   RDPA2   =7  ;
parameter HBURST_SINGLE  =3'b000;
parameter HBURST_INCR    =3'b001;
parameter HBURST_WRAP4   =3'b010;
parameter HBURST_INCR4   =3'b011;
parameter HBURST_WRAP8   =3'b100;
parameter HBURST_INCR8   =3'b101;
parameter HBURST_WRAP16  =3'b110;
parameter HBURST_INCR16  =3'b111;
reg [7:0]   cstate;
reg [7:0]   nstate;
reg [31:0]  haddrReg;
reg [31:0]  haddr_wr_reg2;
reg [1:0]   hsizeReg;
reg         write_sram;
wire          ReadValid;
wire          WriteValid;
wire          is_noseq;
wire          is_seq;
wire          is_idle;
wire          is_busy;
wire          burst_reading;
assign ReadValid     = hsel & hreadyin & ~hwrite & htrans[1];
assign WriteValid    = hsel & hreadyin &  hwrite & htrans[1];
assign is_idle       = hsel & hreadyin & (htrans[1:0] == 2'b00);
assign is_busy       = hsel & hreadyin & (htrans[1:0] == 2'b01);
assign is_noseq      = hsel & hreadyin & (htrans[1:0] == 2'b10);
assign is_seq        = hsel & hreadyin & (htrans[1:0] == 2'b11);
assign burst_reading = hsel & ~hwrite  & (hburst[2:0]!=HBURST_SINGLE);
always @(posedge hclk or negedge hresetn)
  begin
  if(!hresetn)
      cstate <= 8'h01;
  else
      cstate <= nstate;
end
always @(  ReadValid or WriteValid or burst_reading
      or cstate or is_busy or is_noseq or is_seq )
  begin
  nstate=8'h00;
  case (1'b1)
      cstate[IDLE]:
          begin
        if(WriteValid)
          nstate[WRPA]=1;
        else if(ReadValid&is_noseq)
          nstate[RDPA1]=1;
        else
          nstate[IDLE]=1;
      end
      cstate[WRPA]:
          begin
        if(WriteValid)
          nstate[WRPA]=1;
        else if(ReadValid&is_noseq)
          nstate[RDPA2]=1;
        else
          nstate[IDLE]=1;
      end
      cstate[RDPA2]:
          begin
        nstate[WAIT]=1;
      end
    cstate[WAIT]:
          begin
      nstate[RDPD]=1;
    end
      cstate[RDPA1]:
          begin
        nstate[RDPD]=1;
      end
      cstate[RDPD]:
          begin
        nstate[RDPR]=1;
      end
      cstate[RDPR]:
          begin
        if(ReadValid&is_noseq)
          nstate[RDPA1]=1;
      else if(WriteValid&is_noseq)
          nstate[WRPA]=1;
        else if(is_busy&burst_reading)
          nstate[BRBZ]=1;
        else if(is_seq&burst_reading)
          nstate[RDPR]=1;
        else
          nstate[IDLE]=1;
      end
      cstate[BRBZ]:
          begin
      if(is_busy)
          nstate[BRBZ]=1;
        else if(ReadValid&is_noseq)
          nstate[RDPA1]=1;
      else if(WriteValid&is_noseq)
          nstate[WRPA]=1;
        else if(is_seq)
          nstate[RDPR]=1;
        else
          nstate[IDLE]=1;
      end
    default:
      nstate[IDLE]=1;
  endcase
end
assign hreadyout= cstate[IDLE]|cstate[WRPA]|cstate[RDPR]|cstate[BRBZ];
always @(posedge hclk or negedge hresetn)
  begin
  if(!hresetn)
      hrdata <= 32'h0;
  else if(cstate[RDPR]|(nstate[RDPR]&~cstate[BRBZ]))
      hrdata <= mrdata[31:0];
end
assign hresp[1:0] =2'b00;
always @(posedge hclk or negedge hresetn)
  begin
  if(!hresetn)
      mwdata[31:0] <= 32'h0;
  else if(cstate[WRPA])
      mwdata[31:0] <= hwdata[31:0];
end
always @(posedge hclk or negedge hresetn)
  begin
  if(!hresetn)
    write_sram <= 1'b0;
  else
    write_sram <= cstate[WRPA];
end
assign mcen = (cstate[RDPA1]|cstate[WAIT]|write_sram) ? 1'b0:
              (burst_reading&~cstate[IDLE])? 1'b0: 1'b1;
always @(posedge hclk or negedge hresetn)
  begin
   if(!hresetn)
       haddrReg<=0;
   else if(nstate[WRPA]|nstate[RDPA1]|nstate[RDPA2])
       haddrReg<=haddr[31:0];
   else if(burst_reading&(nstate[RDPD]|nstate[RDPR]))
         begin
     case(hburst)
         HBURST_INCR,HBURST_INCR4,HBURST_INCR8,HBURST_INCR16:
                 begin
           case(hsize)
             2'b00: haddrReg<=haddrReg+1;
             2'b01: haddrReg<=haddrReg+3'h2;
             2'b10: haddrReg<=haddrReg+3'h4;
           default: haddrReg<=haddrReg;
           endcase  
         end
         HBURST_WRAP4:
                 begin
           case(hsize)
             2'b00: haddrReg[1:0]<=haddrReg[1:0]+1;
             2'b01: haddrReg[2:1]<=haddrReg[2:1]+1;
             2'b10: haddrReg[3:2]<=haddrReg[3:2]+1;
           default: haddrReg<=haddrReg;
           endcase  
         end
         HBURST_WRAP8:
                 begin
           case(hsize)
             2'b00: haddrReg[2:0]<=haddrReg[2:0]+1;
             2'b01: haddrReg[3:1]<=haddrReg[3:1]+1;
             2'b10: haddrReg[4:2]<=haddrReg[4:2]+1;
           default: haddrReg<=haddrReg;
           endcase  
         end
         HBURST_WRAP16:
                 begin
           case(hsize)
             2'b00: haddrReg[3:0]<=haddrReg[3:0]+1;
             2'b01: haddrReg[4:1]<=haddrReg[4:1]+1;
             2'b10: haddrReg[5:2]<=haddrReg[5:2]+1;
           default: haddrReg<=haddrReg;
           endcase  
         end
       default: haddrReg<=haddrReg;
       endcase  
   end
end
assign maddr[29:0] = write_sram ? haddr_wr_reg2[31:2] : haddrReg[31:2];
always @(posedge hclk or negedge hresetn)
  begin
  if(!hresetn)
    haddr_wr_reg2 <= 0;
  else
    haddr_wr_reg2 <= haddrReg;
end
always @(posedge hclk or negedge hresetn)
  begin
  if(!hresetn)
      hsizeReg<=0;
  else
      hsizeReg<=hsize;
end
always @(posedge hclk or negedge hresetn)
  begin
  if(!hresetn)
    mwe[3:0]<=4'b0000;
  else if(cstate[WRPA])
      begin
      case(hsizeReg[1:0])
        2'b00:
              begin
          case(haddrReg[1:0])
              2'b00: mwe[3:0]<=4'b0001;
              2'b01: mwe[3:0]<=4'b0010;
              2'b10: mwe[3:0]<=4'b0100;
          default: mwe[3:0]<=4'b1000;
          endcase  
        end
        2'b01:
              begin
          case(haddrReg[1:0])
              2'b00: mwe[3:0]<=4'b0011;
              2'b10: mwe[3:0]<=4'b1100;
          default: mwe[3:0]<=4'b0000;
          endcase  
        end
        2'b10:
              begin
          case(haddrReg[1:0])
              2'b00: mwe[3:0]<=4'b1111;
          default: mwe[3:0]<=4'b0000;
          endcase  
        end
      default: mwe[3:0]<=4'b0000;
      endcase  
 end  
 else
     mwe[3:0]<=4'b0000;
end
endmodule
==> flow/run.sh <==
#!/bin/bash
# OpenROAD 26Q1-2900-gdf79404cd8, Yosys 0.63+post, stock flow scripts
make -C /OpenROAD-flow-scripts/flow DESIGN_CONFIG=/design/flow/config.mk WORK_HOME=/design/flow/orfs finish
==> flow/config.mk <==
export PLATFORM = sky130hd
export DESIGN_NAME = ismi
export DESIGN_NICKNAME = ismi
export VERILOG_FILES = /design/flow/design.v
export SDC_FILE = /design/flow/constraint.sdc
export NUM_CORES = 4
export LEC_CHECK = 1
export CORE_UTILIZATION = 40
==> flow/constraint.sdc <==
current_design ismi

set clk_period 7.4
set clk_io_pct 0.2

create_clock -name clk0 -period $clk_period [get_ports {hclk}]

set non_clock_inputs [all_inputs -no_clocks]
set_input_delay [expr $clk_period * $clk_io_pct] -clock clk0 $non_clock_inputs
set_output_delay [expr $clk_period * $clk_io_pct] -clock clk0 [all_outputs]
==> flow_summary_export.csv <==
group,metric,value,unit
clock_tree,cts_buffer_depth,2,
floorplanning,die_x,141.2,um
flow_run,maxCapViolations,0,
final_layout,logic_area,3950,sq um
power,netSwitchingFraction,33.47,%
floorplanning,num_rows,50,
grt,grt-ovfl-total,0,
grt,grt_use_met1,37.86,%
worst_setup_path,critPathTopFamily,"buffers and inverters",
worst_setup_path,arrival,3.48,ns
synth,ff_type,"dfrtp_1",
placement,place_congestion,0.9576,
worst_setup_path,crit_chain,"clkdlybuf4s50_1, nor3_1, nor3b_1, a211oi_1, clkdlybuf4s50_1",
route,firstDrtPassIters,6,
route,drc,0,
final_layout,finalNonFillerCells,1222,
route,antenna_cells,0,
final_timing,period_used_share,67.07,%
synth,ys_seq_share,45.55,%
worst_setup_path,max_stage_delay,0.61,ns
synth,synthArstFlopShare,100.0,%
synth,synth.area.mux_share,14.13,%
worst_setup_path,r2r_cells,6,
grt,grt_pass1_vias,6728,
clock_tree,cts_root_buf,"clkbuf_16",
power,p_switching,1.141,mW
worst_setup_path,timing.critical_path.from_type,"primary input",
worst_setup_path,crit_path_end_kind,"output pin",
final_layout,ff_latch_area,3530,sq um
worst_hold_path,hp-class,"reg2reg",
final_timing,fin_crit,4.963,ns
synth,ys_top_logic_family,"AND-OR/OR-AND gates",
clock_tree,cts_tree,"yes",
flow_run,warnings,31,
clock_tree,cts_sinks,141,
synth,yosysCellCount,773,
power,p_total,3.409,mW
final_timing,skew,0.007851,ns
power,p_seq_share,40.3,%
worst_setup_path,r2r_end,"haddrReg[28]$_DFFE_PN0P_",
placement,post-place-cells,1190,
clock_tree,cts_made_buffers,17,
synth,ys_area,7749,sq um
clock_tree,clk_latency,0.42,ns
power,powerDensity,322.7,nW/um^2
final_layout,area.growth.synth_to_final,36.33,%
floorplanning,core_area,18830,sq um
worst_setup_path,worstPathRequired,5.92,ns
outcome,outcome,"completed",
clock_tree,post-cts-setup-buffer-count,0,
clock_tree,hold_buffers,0,
grt,grt_start_max_net_pins,52,
grt,gr-usage-met3,6.920,%
placement,dp_slack,2.454,ns
power,power_frac_clock,23.9,%
route,wire_per_inst,19.33,um
synth,yosysWarnings,1,
grt,grt_pass1_wl,37450,um
power,vdd_ir_drop_max,0.1818,mV
synth,yosysUniqueCellTypes,68,
final_timing,rsz0062_at_grt,"false",
power,leakage,4.127,nW
final_timing,hold_violations,0,
grt,antenna_found_initial,1,
route,vias_per_cell,5.693,
final_timing,relSlewSlack,36.34,%
clock_tree,htreeDepth,4,
placement,dpl.hpwl,16630,um
floorplanning,initial_utilization,41.15,%
final_timing,fmaxAchievable,201.5,MHz
floorplanning,io_pins,210,
synth,synth_cells,773,
synth,edf_count,0,
grt,grt_usage,24.95,%
power,p_comb_share,35.8,%
final_layout,layout-drive-gt1-share,15.80,%
final_layout,fin_util,56.10,%
worst_setup_path,critical_path_class,"in2out",
grt,busiest_layer,"met1",
grt,use_met2,37.10,%
worst_setup_path,crit_buf_inv,2,
route,routed_wl,23620,um
final_timing,finalSetupViolations,0,
worst_setup_path,cp_common_cell,"clkdlybuf4s50_1",
route,vias,6957,
placement,port_buffers,207,
power,p_int,2.268,mW
route,drt_iter0_drc,620,
clock_tree,cts_resized,0,
synth,syn_area_per_cell,10.02,sq um
synth,netlist_area,7749,sq um
synth,compound_area_share,16.34,%
synth,fa_ha_area_share,1.615,%
route,antenna_left,0,
final_timing,final_max_slew_viol_count,0,
synth,ys_sh_simple,14.87,%
floorplanning,die-height,141.2,um
synth,ys_ff,141,
final_timing,fin_ws,2.437,ns
worst_setup_path,critPathSlowestCell,"clkdlybuf4s50_1",
worst_setup_path,startpoint,"hburst[2]",
final_timing,fin_setup_tns,0,ns
worst_setup_path,rrSetupSlack,4.31,ns
worst_setup_path,path_depth,5,
final_timing,worst_pin_slew,0.9476,ns
floorplanning,die_area,19930,sq um
final_layout,fillers,1565,
worst_setup_path,worstSetupEndpoint,"mcen",
worst_setup_path,reg2reg_from,"haddrReg[5]$_DFFE_PN0P_",
clock_tree,clk_pin_slew,0.06,ns
synth,xor_share,3.504,%
worst_setup_path,cp_max_fo,12,
-- cell families after synthesis --
kind of cell             after synthesis
other                                  1
buffers and inverters                 73
XOR/XNOR                              31
flip-flops                           141
AND-OR/OR-AND                        193
adder cells (fa/ha/maj)               10
AND/OR/NAND/NOR                      226
multiplexers                          98
-- power by group through the flow --
stage / sequential, mW / combinational, mW / clock [mW]
4_1_cts: 1.37 / 1.23 / 0.832
5_1_grt: 1.43 / 1.35 / 0.871
6_report: 1.37 / 1.22 / 0.815
-- cell type report --
cell class | instances | area share (%)
Inverter | 11 | 0.3909
Clock buffer | 18 | 4.157
Multi-Input combinational cell | 560 | 37.39
Clock inverter | 14 | 1.161
Sequential cell | 141 | 33.41
Timing Repair Buffer | 218 | 20.41
Tap cell | 260 | 3.079
-- stage by stage --
stage / instance area [sq um] / hold WS, ns
floorplan: 7752 / 0.3487
global placement: 10000 / 0.4637
detailed placement: 10000 / 0.4629
CTS: 10560 / 0.4775
global route: 10560 / 0.4888
finish: 10560 / 0.4801
-- routing by layer --
metal	part of all wire, %	wire [um]
met5	0.055	13
met4	1.7	404
met3	10	2386
met2	44	10320
met1	44	10500
-- placed cells by master (no fill, tap or decap), types with 11 or more instances in the layout --
master / n
dfrtp_1: 140
nor2_1: 49
a31oi_1: 20
clkdlybuf4s50_1: 206
xor2_1: 15
buf_4: 11
nand3_1: 27
xnor2_1: 16
nand2_1: 50
a21oi_1: 39
mux2_2: 91
nor3_1: 17
nand4_1: 16
clkbuf_16: 17
or3_1: 11
o21ai_0: 53
-- registers in the layout (all words and copies together) (netlist names) --
signal / flops
haddrReg: 32
hrdata: 32
mwdata: 32
haddr_wr_reg2: 30
cstate: 8
mwe: 4
hsizeReg: 2
write_sram: 1
-- cell usage after synthesis, types with 4 or more instances --
cell      number  share of area, %
dfrtp_1      140                45
mux2_2        91                13
o21ai_0       53               3.4
nand2_1       50               2.4
nor2_1        49               2.4
clkbuf_1      46               2.2
a21oi_1       39               2.5
nand3_1       27               1.7
a31oi_1       21               1.7
nor3_1        17               1.1
nand4_1       16               1.3
xnor2_1       16               1.8
xor2_1        15               1.7
or3_1         11              0.89
and3_1        10              0.81
buf_2         10              0.65
ha_1          10               1.6
inv_1         10              0.48
nor4_1         9              0.73
o22ai_1        8              0.65
a22oi_1        7              0.68
mux2i_1        7              0.90
a211oi_1       6              0.58
a221oi_1       6              0.68
and4_1         6              0.68
o221ai_1       6              0.68
or2_2          6              0.48
nand2b_1       5              0.40
o31ai_1        5              0.48
a41o_1         4              0.52
nor2b_1        4              0.32
o311ai_0       4              0.45
-- how the worst min path moves through the flow --
stage / endpoint / start / slack, ns / cells past startpoint
4_1_cts: haddr_wr_reg2[19]$_DFF_PN0_ / haddrReg[19]$_DFFE_PN0P_ / 0.48 / 0
5_1_grt: haddr_wr_reg2[19]$_DFF_PN0_ / haddrReg[19]$_DFFE_PN0P_ / 0.49 / 0
6_report: haddr_wr_reg2[19]$_DFF_PN0_ / haddrReg[19]$_DFFE_PN0P_ / 0.48 / 0
-- worst register-to-register path: cells and delay by family (launching register included) --
family             cells  cell delay (ns)
and+or+nand+nor        3             1.79
AOI/OAI and AO/OA      3             0.63
DFF                    1             0.55
Power figures rest on the tool's default switching activity, not on a simulated workload.
