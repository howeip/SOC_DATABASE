`constraint.sdc`:
```
current_design IntMemArb

set clk_period 8.3
set clk_io_pct 0.2

create_clock -name clk0 -period $clk_period [get_ports {ACLK}]

set non_clock_inputs [all_inputs -no_clocks]
set_input_delay [expr $clk_period * $clk_io_pct] -clock clk0 $non_clock_inputs
set_output_delay [expr $clk_period * $clk_io_pct] -clock clk0 [all_outputs]
```
`config.mk`:
```
export PLATFORM = sky130hd
export DESIGN_NAME = IntMemArb
export DESIGN_NICKNAME = IntMemArb
export VERILOG_FILES = /design/flow/design.v
export SDC_FILE = /design/flow/constraint.sdc
export NUM_CORES = 4
export LEC_CHECK = 1
export CORE_AREA = 10 10 144 144
export DIE_AREA = 0 0 154 154
```
`run.sh`:
```
#!/bin/bash
# OpenROAD 26Q1-2900-gdf79404cd8, Yosys 0.63+post, stock flow scripts
make -C /OpenROAD-flow-scripts/flow DESIGN_CONFIG=/design/flow/config.mk WORK_HOME=/design/flow/orfs finish
```
`design.v`:
```
module IntMemArb (
                   ACLK,
                   ARESETn,
                   mem_type,
                   read_done,
                   write_done,
                   remap,
                   waddr_valid,
                   axi_awvalid,
                   waddr_ready,
                   waddr_out,
                   axi_awaddr,
                   raddr_valid,
                   axi_arvalid,
                   raddr_ready,
                   raddr_out,
                   axi_araddr,
                   mem0_cs_n,
                   mem0_wr_n,
                   mem0_rd_n,
                   mem0_addr,
                   mem0_wr_addr,
                   mem1_cs_n,
                   mem1_wr_n,
                   mem1_rd_n,
                   mem1_addr,
                   mem1_wr_addr,
                   mem2_cs_n,
                   mem2_wr_n,
                   mem2_rd_n,
                   mem2_addr,
                   mem2_wr_addr 
);
input           ACLK;
input           ARESETn;
input           mem_type;
input           read_done;
input           write_done;
input           remap;
input           axi_awvalid;
input           waddr_valid;
input  [31:0]   waddr_out; 
output          waddr_ready;
input  [31:0]   axi_awaddr;    
input           axi_arvalid;
input           raddr_valid;
input  [31:0]   raddr_out;      
output          raddr_ready;
input  [31:0]   axi_araddr;   
output          mem0_cs_n;
output          mem0_wr_n;
output          mem0_rd_n;
output [31:0]   mem0_addr;
output [31:0]   mem0_wr_addr;
output          mem1_cs_n;
output          mem1_wr_n;
output          mem1_rd_n;
output [31:0]   mem1_addr;
output [31:0]   mem1_wr_addr;
output          mem2_cs_n;
output          mem2_wr_n;
output          mem2_rd_n;
output [31:0]   mem2_addr;
output [31:0]   mem2_wr_addr;
parameter IDLE   = 2'b00;
parameter RD     = 2'b01;
parameter WR     = 2'b10;
parameter RDWR   = 2'b11;
reg [31:0]  waddr;
reg [31:0]  raddr;  
wire        arb_c;
wire        arb_r;
wire        arb_w;
reg [1:0]   mem_status;
reg         waddr_ready;
reg         raddr_ready;
wire        sp_mem;     
wire [31:0] mux_addr;
wire     mem_cs_n      = !( waddr_valid | raddr_valid );
wire     mem_bank0     = mem0_addr[20]; 
wire     mem_bank1     = !mem0_addr[20];
wire     mem_sub_bank0 = ~((mem0_addr[18:15]==4'h0)&(mem0_addr[14:12]==3'd0|mem0_addr[14:12]==3'd1));
wire     mem_sub_bank1 = ((mem0_addr[18:15]==4'h0)&(mem0_addr[14:12]==3'd0|mem0_addr[14:12]==3'd1));
assign   mem0_cs_n    = mem_cs_n ; 
assign   mem0_wr_n    = (!waddr_valid) | mem0_cs_n;
assign   mem0_rd_n    = !raddr_valid | mem0_cs_n;
assign   mem0_wr_addr = waddr_out;
assign   mem1_cs_n    = 1'b1; 
assign   mem1_wr_n    = (!waddr_valid) | mem1_cs_n;
assign   mem1_rd_n    = (!raddr_valid) | mem1_cs_n;
assign   mem1_wr_addr = waddr_out;
assign   mem2_cs_n    = 1'b1; 
assign   mem2_wr_n    = (!waddr_valid) | mem2_cs_n;
assign   mem2_rd_n    = (!raddr_valid) | mem2_cs_n;
assign   mem2_wr_addr = waddr_out;
assign   mux_addr     = ( mem_status == 2'b01 ) ? raddr_out  : waddr_out ; 
assign   sp_mem       = ( mem_type == 1'b0 );
assign   mem0_addr    = raddr_out;
assign   mem1_addr    = sp_mem ? mux_addr : raddr_out;
assign   mem2_addr    = sp_mem ? (mux_addr-14'h2000) : raddr_out;
always @(posedge ACLK or negedge ARESETn)begin
     if(!ARESETn) 
         waddr <=  32'b0;
     else if (axi_awvalid)
         waddr <= axi_awaddr;
end         
always @(posedge ACLK or negedge ARESETn)begin
     if(!ARESETn) 
         raddr <=  32'b0;
     else if (axi_arvalid)
         raddr <= axi_araddr;
end   
    assign arb_c =  (axi_awaddr[31:16] == axi_araddr[31:16]) ? 1'b1 : 1'b0;
    assign arb_w =  (axi_awaddr[31:16] == raddr[31:16]) ? 1'b1 : 1'b0;
    assign arb_r =  (waddr[31:16] == axi_araddr[31:16]) ? 1'b1 : 1'b0;
always @(posedge ACLK or negedge ARESETn)begin
     if(!ARESETn) begin
         waddr_ready   <= 1'b0;
         raddr_ready   <= 1'b0;
         mem_status    <= 2'b00;
     end 
     else case (mem_status)
        IDLE: begin
             if(axi_awvalid & !axi_arvalid) begin
                mem_status    <= WR;
                raddr_ready   <= 1'b0;
                waddr_ready   <= 1'b1;
             end
             else if(axi_arvalid & !axi_awvalid) begin
                mem_status    <= RD;
                waddr_ready   <= 1'b0;
                raddr_ready   <= 1'b1;
             end
             else if(axi_awvalid & axi_arvalid & arb_c) begin
                mem_status    <= WR;
                waddr_ready   <= 1'b1;
                raddr_ready   <= 1'b0;
             end
             else if(axi_awvalid & axi_arvalid & !arb_c) begin
                mem_status    <= RDWR;
                waddr_ready   <= 1'b1;
                raddr_ready   <= 1'b1;
             end
         end
         WR: begin
             if (write_done & axi_arvalid) begin
                mem_status    <= RD;
                waddr_ready   <= 1'b0;
                raddr_ready   <= 1'b1;
             end    
             else if(axi_arvalid & !arb_r) begin
                mem_status    <= RDWR;
                waddr_ready   <= waddr_ready;
                raddr_ready   <= 1'b1;
             end
             else if (write_done) begin
                mem_status    <= IDLE;
                waddr_ready   <= 1'b0;
                raddr_ready   <= 1'b0;
             end
         end
         RD: begin    
             if (read_done & axi_awvalid) begin
                mem_status    <= WR;
                waddr_ready   <= 1'b1;
                raddr_ready   <= 1'b0;
             end    
             else if(axi_awvalid & !arb_w) begin
                mem_status    <= RDWR;
                waddr_ready   <= 1'b1;
                raddr_ready   <= raddr_ready;
             end
             else if (read_done) begin
                mem_status    <= IDLE;
                waddr_ready   <= 1'b0;
                raddr_ready   <= 1'b0;
             end
         end
         default: begin    
             if(read_done & write_done) begin
                mem_status    <= IDLE;
                waddr_ready   <= 1'b0;
                raddr_ready   <= 1'b0;
             end
             else if (read_done ) begin
                mem_status    <= WR;
                waddr_ready   <= waddr_ready;
                raddr_ready   <= 1'b0;
             end    
             else if (write_done) begin
                mem_status    <= RD;
                waddr_ready   <= 1'b0;
                raddr_ready   <= raddr_ready;
             end
         end
    endcase
end
endmodule
```
==> results.toml <==
# generated from flow reports
[run_status]
outcome = "complete, no violations"

[floorplan]
fp-utilization_pct = 28.0
fp.dieW_um = 154
die_y_um = 154
core_um2 = 17500
placementRows = 48
chipArea_um2 = 23700
ios = 341

[critical_path]
critical_path_arrival_ns = 4.95
crit_path_start = "waddr_out[23]"
reg2reg_slack_ns = 5.87
critPathCaptureType = "output port"
reg2reg_to = "waddr_ready"
cp_max_fo = 11
endpoint = "mem2_addr[31]"
r2r-start = "mem_status[2]"
worst_setup_path_start_kind = "input pin"
path_class = "in2out"
reg2regPathDepth = 5
critPathRequiredTime_ns = 6.64

[clock_tree]
numCtsBuffers = 5
cts-root-buf = "clkbuf_16"
cts_buffer_depth = 2
htreeDepth = 2
clk_latency_ns = 0.28
ctsHoldBuffers = 0
cts_resized = 0
postCtsSetupRepairBufs = 0
clk_pin_slew_ns = 0.06
clkSinkCount = 38
cts_tree = "done"

[synth]
topCellsByArea = "buf_4, dfrtp_1, mux2_2"
edf_count = 0
largest_area_cell = "buf_4"
synth_warnings = 1
ys_ff = 38
ys_types = 71
postSynthSeqShare_pct = 19.5
synthArstFlopShare_pct = 100
synthCells = 611
netlist_area_um2 = 4890
yosys_cells = 611
ys_area_um2 = 4890
synth-main-ff-cell = "dfrtp_1"
syn_area_per_cell_um2 = 8.01
top_cell_area_share_pct = 23.0

[final_timing]
final_hold_viol_count = 0
fin_crit_ns = 6.61
slew_headroom_pct = 52.0
timing.setup.tns_ns = 0
clock_skew_ns = 0.00305
tightest_slew_ns = 0.717
finalCritPeriodShare_pct = 79.6
slew_viol_final = 0
rsz0062_at_grt = "false"
clock.fmax_ghz = 0.151
setup_viol = 0

[detailed_routing]
first_pass_iters = 4
drc = 0
insertedDiodeCount = 0
wl_per_cell_um = 19.3
drt_iter0_drc = 192
vias = 4539
finalWirelength_um = 19100
postRouteAntennaNets = 0
vias_per_cell = 4.61

[finish]
final_layout_size_suffix_gt1_share_pct = 9.47
lay_top_cells = "clkdlybuf4s50_1, nand2_1, xor2_1, dfrtp_1, mux2_2"
lay_top_count = "clkdlybuf4s50_1"
area_growth_pct = 46.4
n_fill_cell = 1676
comb_area_um2 = 2670
seq_area_um2 = 953
utilization_pct = 41.0
final_area_um2 = 7160

[job]
maxCapViolCount = 0
warning_count = 62

[global_routing]
grt_use_total_pct = 15.1
first_global_vias = 4578
grt_remaining_overflow = 0
antenna_found_initial = 0
grt_max_degree = 39
grt_pass1_wl_um = 28600

[place]
gp_congestion = 0.868
dpl.hpwl_um = 16000
io_buffers = 301
post_dp_cell_area_um2 = 7030

[power]
ir_drop_uv = 77.8
power_leakage_uw = 0.00279
power.density_nw_per_um2 = 116

[min_path]
hold_path_class = "reg2reg"
==> worst min-delay path by stage <==
stage	slack [ns]	depth (start not counted)	from	end
after CTS	0.53	1	waddr[27]	waddr[27]
after global routing	0.54	1	waddr[31]	waddr[31]
final	0.52	1	waddr[30]	waddr[30]
==> registers in the layout (all words and copies together), names as in the netlist <==
signal / count
mem_status: 4
raddr: 16
raddr_ready: 1
waddr_ready: 1
waddr: 16
==> power breakdown <==
part	leakage [µW]	total [µW]	switching (µW)	internal, µW
logic	0.00227	422	168	254
registers	0.000449	233	23.3	209
clock network	0.0000694	178	69.9	108
total	0.00279	833	261	572
==> cells in the mapped netlist (all sizes together), types with 2 or more instances <==
| master | instances |
|---|---|
| buf | 162 |
| nand2 | 97 |
| dfrtp | 37 |
| mux2 | 36 |
| xor2 | 36 |
| a21oi | 28 |
| xnor2 | 24 |
| o21ai | 21 |
| nor2 | 19 |
| nor3 | 19 |
| inv | 15 |
| nor4 | 15 |
| clkbuf | 9 |
| nand4 | 9 |
| nand3 | 7 |
| a22oi | 6 |
| ha | 6 |
| o22ai | 5 |
| mux2i | 4 |
| or3 | 4 |
| a221o | 3 |
| a221oi | 3 |
| and2 | 3 |
| nor3b | 3 |
| o221ai | 3 |
| a211oi | 2 |
| a21o | 2 |
| a311o | 2 |
| a32oi | 2 |
| a41oi | 2 |
| and3 | 2 |
| nand2b | 2 |
| nor2b | 2 |
| o41ai | 2 |
| or4 | 2 |
==> per-layer routing <==
layer  wire (µm)  GRT usage [%]  part of all wire [%]
met1        7800           18.5                    41
met3        1330           3.85                   7.0
met2        9870           27.2                    52
met4          55          0.765                  0.29
met5           0              0                     0
==> critical path: stages <==
cell and delay [ns]:
clkdlybuf4s50_1 0.55, or3_1 0.45, o32a_1 0.35, nor2_1 0.57, nand3_1 0.18, xnor2_1 0.17
a221oi_1 0.42, clkdlybuf4s50_1 0.60
==> stage by stage <==
stage	hold slack [ns]	total power (µW)	instances	setup slack, ns
after floorplan	0.461	434	616	3.45
after global placement	0.510	666	978	1.60
after detailed placement	0.516	665	978	1.57
after CTS	0.529	848	985	1.56
after global routing	0.536	891	985	1.36
final	0.524	833	985	1.69
==> final cells by class <==
class,instances,area share (%)
sequential,38,13.3
timing repair buffer,308,42.8
inverter,15,0.786
clock inverter,2,0.140
multi-input combinational,392,37.3
clock buffer,5,1.75
tap,225,3.93
==> cell families after synthesis <==
logic type / Yosys count / share of synthesized area, %
xor gates and xnor gates: 60 / 10.7
buffers and inverters: 186 / 26.5
and+or+nand+nor: 189 / 19.3
adders and majority gates: 6 / 1.53
muxes: 40 / 9.18
AOI/OAI and AO/OA: 91 / 13.2
DFF: 38 / 19.5
other: 1 / 0.0766
Power and IR drop assume default switching activity.
