==> flow/design.v <==
module ahb2dab(
  HCLK, 
  HRESETn, 
  HADDR, 
  HTRANS,
  HSIZE,
  HBURST, 
  HWRITE, 
  HWDATA, 
  HSELAHB,            
  HREADYin, 
  HRDATA, 
  HREADYout, 
  HRESP,
  rd,
  wr,
  addr,
  datain,
  dataout,
  ready,
  sel,
  selh 
  ); 
  parameter  DWIDTH    = 64;   
  parameter
  SZ_BYTE = 3'b000,
  SZ_HALF = 3'b001,
  SZ_WORD = 3'b010,
  SZ_DWORD = 3'b011;
  input                  HCLK;
  input                  HRESETn;
  input  [31:0]          HADDR;
  input   [1:0]          HTRANS;
  input   [2:0]          HSIZE;
  input   [2:0]          HBURST;
  input                  HWRITE;
  input  [DWIDTH-1:0]    HWDATA;
  input                  HSELAHB;
  input                  HREADYin;
  output [DWIDTH - 1:0]  HRDATA;
  output                 HREADYout;
  output  [1:0]          HRESP;
  output                 rd;
  output                 wr;
  output [31:0]          addr;
  output [DWIDTH-1:0]    datain;
  input  [DWIDTH-1:0]    dataout;
  input                  ready;
  output [3:0]           sel;
  output [3:0]           selh;     
  reg    [3:0]           isel;
  reg    [3:0]           iselh;
  reg                    HREADYout;
  reg    [DWIDTH-1:0]    HRDATA;
  reg                    rd;
  reg                    wr;
  reg    [31:0]          addr;
  reg    [DWIDTH-1:0]    datain;
  reg    [3:0]           sel;
  reg    [3:0]           selh;                    
wire                htrans_val  ; 
wire                hwr_val     ;
wire                hrd_val     ;
reg                 wait_rdata  ; 
reg  [41:0]         hctrl_info  ; 
wire [DWIDTH+41:0]  fifo_din    ;
wire [DWIDTH+41:0]  fifo_dout   ;
wire                fifo_full   ;
wire                fifo_afull  ;
wire                fifo_empty  ;
wire                fifo_rd     ;
wire                fifo_wr     ;
reg                 wdata_ph    ;
reg                 rdata_ph    ;
wire                rd_after_wr ;
reg                 rd_pending  ; 
wire                sel_wr_info ;
wire                sel_rd_info ;
wire                sel_prd_info;
reg                 trans_p     ; 
assign htrans_val  = HREADYin & HSELAHB & HTRANS[1];
assign hwr_val     = htrans_val & HWRITE;
assign hrd_val     = htrans_val & (HWRITE == 1'b0) & HREADYout;
assign rd_after_wr = wdata_ph & hrd_val; 
always @(posedge HCLK or negedge HRESETn) begin 
    if (!HRESETn)
        HREADYout <= 1'b1;
    else if (hrd_val)
        HREADYout <= 1'b0;
    else if (rdata_ph)
        HREADYout <= ready & wait_rdata;
    else if (hwr_val)
        HREADYout <= ~fifo_afull;
    else if (!fifo_afull)
        HREADYout <= 1'b1;
end 
always @(posedge HCLK or negedge HRESETn) begin 
    if (!HRESETn)
        HRDATA <= {{DWIDTH}{1'b0}};
    else if (wait_rdata & ready)
        HRDATA <= dataout;
end 
assign HRESP = 2'h0;
always @(posedge HCLK or negedge HRESETn) begin
    if (!HRESETn)
        rdata_ph <= 1'b0;
    else if (hrd_val)
        rdata_ph <= 1'b1;
    else if (ready & wait_rdata)
        rdata_ph <= 1'b0;
end 
always @(posedge HCLK or negedge HRESETn) begin
    if (!HRESETn)
       wait_rdata <= 1'b0;
    else if (rd)
       wait_rdata <= 1'b1;
    else if (ready)
       wait_rdata <= 1'b0;
end 
always @(posedge HCLK or negedge HRESETn) begin
    if (!HRESETn)
        wdata_ph <= 1'b0;
    else if (hwr_val)
        wdata_ph <= 1'b1;
    else if (HREADYin)
        wdata_ph <= 1'b0;
end
always @(posedge HCLK or negedge HRESETn) begin
    if (!HRESETn)
        rd_pending <= 1'b0;
    else if (rd_after_wr)
        rd_pending <= 1'b1;
    else if (!fifo_full)
        rd_pending <= 1'b0;
end
always @(posedge HCLK or negedge HRESETn) begin
    if (!HRESETn)
        hctrl_info <= 42'h0;
    else if (htrans_val)
        hctrl_info <= {HADDR,iselh,isel,HWRITE,!HWRITE};
end 
assign sel_prd_info  = rd_pending & !fifo_full;
assign sel_wr_info  = wdata_ph & HREADYin;
assign sel_rd_info = hrd_val & (!rd_after_wr);
assign fifo_wr  = sel_wr_info | sel_rd_info | sel_prd_info;
assign fifo_din = ({(DWIDTH+42){sel_wr_info}} & {HWDATA,hctrl_info}) |
                  ({(DWIDTH+42){sel_rd_info}} & {64'h0,HADDR,iselh,isel,HWRITE,!HWRITE}) | 
                  ({(DWIDTH+42){sel_prd_info}}& {64'h0,hctrl_info}) ;
always @(posedge HCLK or negedge HRESETn) begin
    if (!HRESETn)
        trans_p <= 1'b0;
    else if (rd|wr)
        trans_p <= 1'b1;
    else if (ready)
        trans_p <= 1'b0;
end 
always @(posedge HCLK or negedge HRESETn) begin
    if (!HRESETn) begin 
        wr     <= 1'b0;
        rd     <= 1'b0;
        addr   <= 32'h0;
        datain <= 64'h0;
        sel    <= 4'h0; 
        selh   <= 4'h0;
    end 
    else if (((!(trans_p|wr|rd))| ready) & (!fifo_empty))begin 
        wr    <= fifo_dout[1];
        rd    <= fifo_dout[0]; 
        addr  <= fifo_dout[41:10];
        datain<= fifo_dout[DWIDTH+41:42];
        sel   <= fifo_dout[5:2];
        selh  <= fifo_dout[9:6];
    end 
    else begin 
        wr <= 1'b0;
        rd <= 1'b0;
    end 
end 
 ahb2mem_fifo 
#(  .DWIDTH (DWIDTH+42) )
iahb2mem_fifo(
    .i_clk         (HCLK    ),   
    .i_rst_n       (HRESETn ),
    .i_fifo_rd     (fifo_rd ),    
    .i_fifo_wr     (fifo_wr ),    
    .i_fifo_din    (fifo_din ), 
    .o_fifo_full   (fifo_full  ),
    .o_fifo_afull  (fifo_afull ),
    .o_fifo_empty  (fifo_empty ),  
    .o_fifo_dout   (fifo_dout  ) 
);
assign fifo_rd = ((!(trans_p | wr|rd)) | ready) & (!fifo_empty);
always@(*) begin
  isel  = 4'b0000;
  iselh = 4'b0000;
  if (htrans_val) begin 
      case(HSIZE)
          SZ_DWORD: begin
            if(DWIDTH == 64) begin 
               isel  = 4'b1111;
               iselh = 4'b1111;
            end
          end 
          SZ_WORD : begin
            if(DWIDTH == 32) begin
              isel  = 4'b1111;
              iselh = 4'b0000;
            end
            else if(DWIDTH == 64) begin
              isel  = HADDR[2] ? 4'b0000 : 4'b1111;
              iselh = HADDR[2] ? 4'b1111 : 4'b0000;
            end
          end   
          SZ_HALF : begin
            if(DWIDTH == 32) begin
               isel = HADDR[1] ? 4'b1100 : 4'b0011;
               iselh= 4'b0000;
            end
            else if(DWIDTH == 64) begin   
              case(HADDR[2:1])
                 2'b00:   {iselh,isel} = 8'b0000_0011;
                 2'b01:   {iselh,isel} = 8'b0000_1100;
                 2'b10:   {iselh,isel} = 8'b0011_0000;
                 2'b11:   {iselh,isel} = 8'b1100_0000;
                 default: {iselh,isel} = 8'b0000_0000; 
             endcase
            end
          end
          SZ_BYTE : begin
            if(DWIDTH == 32) begin
              case(HADDR[1:0])
                2'b00:   {iselh,isel} = 8'b0000_0001;
                2'b01:   {iselh,isel} = 8'b0000_0010;
                2'b10:   {iselh,isel} = 8'b0000_0100;
                2'b11:   {iselh,isel} = 8'b0000_1000;
                default: {iselh,isel} = 8'b0000_0000;
              endcase  
            end
            else if(DWIDTH == 64) begin
             case(HADDR[2:0])
                3'b000:  {iselh,isel} = 8'b0000_0001;
                3'b001:  {iselh,isel} = 8'b0000_0010;
                3'b010:  {iselh,isel} = 8'b0000_0100;
                3'b011:  {iselh,isel} = 8'b0000_1000;
                3'b100:  {iselh,isel} = 8'b0001_0000;
                3'b101:  {iselh,isel} = 8'b0010_0000;
                3'b110:  {iselh,isel} = 8'b0100_0000;
                3'b111:  {iselh,isel} = 8'b1000_0000;
                default: {iselh,isel} = 8'b0000_0000;
              endcase
            end  
          end
          default:  begin
            isel  = 4'b0000;
            iselh = 4'b0000;
          end
      endcase
  end
  else 
    {iselh,isel} = 8'h0;
end      
endmodule
module ahb2mem_fifo
#(
    parameter DWIDTH = 32)
(
    input               i_clk         ,   
    input               i_rst_n       ,
    input               i_fifo_rd     ,    
    input               i_fifo_wr     ,    
    input [DWIDTH-1:0]  i_fifo_din    , 
    output              o_fifo_full   ,
    output              o_fifo_afull  ,
    output              o_fifo_empty  ,  
    output [DWIDTH-1:0] o_fifo_dout
);
reg  [2:0]   wptr;   
reg  [2:0]   rptr;   
wire [2:0]   wptr_nxt; 
wire [2:0]   rptr_nxt; 
reg  [DWIDTH-1:0] mem[3:0];
wire   sel0;
wire   sel1;
wire   sel2;
wire   sel3; 
wire [2:0]   wptr_add_2; 
assign  wptr_nxt = wptr + 1'b1;
assign  rptr_nxt = rptr + 1'b1;
always @(posedge i_clk or negedge i_rst_n) begin 
    if(i_rst_n == 1'b0)   
        rptr <= {3{1'b0}}; 
    else if (i_fifo_rd & (!o_fifo_empty))
        rptr <= rptr_nxt;
end 
always @(posedge i_clk or negedge i_rst_n) begin 
    if(i_rst_n == 1'b0) 
        wptr <= {3{1'b0}}; 
    else if (i_fifo_wr & (!o_fifo_full))
        wptr <= wptr_nxt;
end 
always @(posedge i_clk) begin 
    if(i_fifo_wr & (!o_fifo_full)) 
      mem[wptr[1:0]] <= i_fifo_din;
end
assign sel0 = (rptr[1:0] == 2'h0);
assign sel1 = (rptr[1:0] == 2'h1);
assign sel2 = (rptr[1:0] == 2'h2);
assign sel3 = (rptr[1:0] == 2'h3);
assign o_fifo_dout = ({(DWIDTH){sel0}} & mem[0])
                   | ({(DWIDTH){sel1}} & mem[1])
                   | ({(DWIDTH){sel2}} & mem[2])
                   | ({(DWIDTH){sel3}} & mem[3]);
assign wptr_add_2  = wptr + 3'h2;
assign o_fifo_full = (wptr =={!rptr[2],rptr[1:0]});
assign o_fifo_empty =(wptr == rptr);
assign o_fifo_afull = (wptr_nxt=={!rptr[2],rptr[1:0]}) | o_fifo_full | (wptr_add_2 == {!rptr[2],rptr[1:0]});
endmodule
==> flow/config.mk <==
export PLATFORM = sky130hd
export DESIGN_NAME = ahb2dab
export DESIGN_NICKNAME = ahb2dab
export VERILOG_FILES = /design/flow/design.v
export SDC_FILE = /design/flow/constraint.sdc
export NUM_CORES = 4
export LEC_CHECK = 1
export CORE_UTILIZATION = 40
==> flow/constraint.sdc <==
current_design ahb2dab

set clk_period 15.6
set clk_io_pct 0.2

create_clock -name clk0 -period $clk_period [get_ports {HCLK}]

set non_clock_inputs [all_inputs -no_clocks]
set_input_delay [expr $clk_period * $clk_io_pct] -clock clk0 $non_clock_inputs
set_output_delay [expr $clk_period * $clk_io_pct] -clock clk0 [all_outputs]
==> flow/run.sh <==
#!/bin/bash
# OpenROAD 26Q1-2900-gdf79404cd8, Yosys 0.63+post, stock flow scripts
make -C /OpenROAD-flow-scripts/flow DESIGN_CONFIG=/design/flow/config.mk WORK_HOME=/design/flow/orfs finish
==> metrics.cfg <==
[routing]
wire_per_inst_um = 21.7
vias_per_cell = 5.35
vias = 14000
drtIter0Drc = 751
drc = 0
antenna_left = 0
routed_wl_um = 57000
drt_first_pass_iters = 26

[synth]
ys_ff = 648
synth.distinct_cells = 42
synth_area_leader_cell = edfxtp_1
yosysChipArea_um2 = 24100
edf_count = 424
top_cell_area_share_pct = 52.9
ys_warn_count = 2
topCellsByArea = edfxtp_1 53%, dfrtp_1 23%, a22o_1 5.2%
async_flop_share_pct = 34.6
avgSynthCellArea_um2 = 16.5
netlist_instances = 1460
yosysSeqAreaShare_pct = 76.2
synthFlopType = edfxtp_1
netlist_area_um2 = 24100
synth_stat.cells = 1460

[clocking]
clock_path_buffers = 3
clk_pin_slew_worst_paths_ns = 0.06
cts-root-buf = clkbuf_16
post_cts_buffers = 0
cts-htree-levels = 3
cts_tree = yes
cts-buffers-inserted = 69
clkSinkCount = 648
clk-insertion-delay-late_ns = 0.59
cts-resized-gates = 0
cts_hold_buf = 0

[power]
switching_share_pct = 28.6
p_int_uw = 3910
p_per_area_nw_per_um2 = 180
p_switching_uw = 1570
vdd_drop_max_mv = 0.0906
pwr-share-seq_pct = 42.7
combinationalPowerShare_pct = 29.3
pwr-share-clk_pct = 28.0
power_leakage_uw = 0.0112

[floorplan]
die-area_um2 = 61100
core_util_floorplan_pct = 40.6
die_h_um = 247
die_x_um = 247
ioPinCount = 347
core_um2 = 59200
core.rowCount = 89

[worst_setup_path]
startpoint_type = input port
crit_fanout = 72
worstPathRequired_ns = 16.02
end_kind = flip-flop
cp.arrival_ns = 5.99
crit_type = in -> reg

[global_routing]
grt_first_pass_wirelength_um = 86600
use_met3_pct = 7.88
met1_usage_pct = 30.7
grt_pass1_vias = 14400
grt_usage_pct = 20.3
grt_max_degree = 73
gr-total-overflow = 0
grt_busiest_layer = met1
antenna_found_initial = 1
use_met2_pct = 30.5

[sta]
fin_tns_setup_ns = 0
rsz0062_at_grt = no
finalClockSkew_ns = 0.0149
finalClockPeriodUsage_pct = 35.7
period_needed_ns = 5.57
finalSetupViolCount = 0
hold_violations = 0
timing.fmax_ghz = 0.179
maxSlewViolCount = 0
max-slew-margin-rel_pct = 39.2
worstMarginPinSlew_ns = 0.905

[finish]
fillers = 4783
logic_area_um2 = 5280
drive_above_1_share_pct = 12.8
utilization_pct = 51.3
final-seq-area_um2 = 18300
area_growth_pct = 26.2

[placement]
dp_hpwl_um = 32500
portBuffers = 340
place.gp.congestion = 0.800

[run]
warnings = 35
drv_cap = 0

[worst_hold_path]
holdCritPathClass = reg -> reg

[run_status]
status = finished, final reports clean

final timing paths:
check                      cells after the start  slack, ns           from                        to
min                                            2       0.47  hctrl_info[1]             hctrl_info[1]
min reg2reg                                    2       0.47  hctrl_info[1]             hctrl_info[1]
max in group asynchronous                      3      11.43        HRESETn                HRDATA[17]
max reg2reg                                    6      12.17       wdata_ph  iahb2mem_fifo.mem[0][34]
min in group asynchronous                      1       2.46        HRESETn                   selh[3]
max                                            6      10.03          ready                    sel[1]
layout by cell type, fill, tap and decap left out, types with 11 or more instances in the layout:
cell               n
edfxtp_1         424
clkdlybuf4s50_1  338
dfrtp_1          222
a22o_1           144
nand2_1          110
a221oi_1         104
o21ai_0          103
mux2_2            96
clkbuf_16         71
and3_1            64
buf_4             30
clkbuf_1          22
clkinv_1          11
stage by stage:
step / cells / hold slack, ns / setup slack (ns) / total power [uW] / instance area (um^2)
after floorplan: 1461 / 0.426 / 8.81 / 3160 / 24100
after global placement: 2496 / 0.460 / 9.39 / 3990 / 28200
after detailed placement: 2496 / 0.460 / 9.36 / 4010 / 28200
after CTS: 2620 / 0.474 / 9.98 / 5570 / 30400
after global routing: 2620 / 0.498 / 9.75 / 5800 / 30400
final: 2621 / 0.469 / 10.03 / 5480 / 30400
cell families after synthesis:
kind of cell               synth area share, %
and+or+nand+nor                           3.81
muxes                                     4.60
DFF                                       76.2
other                                   0.0156
xor gates and xnor gates                 0.395
buffers and inverters                     2.24
adders and majority gates                0.416
AOI/OAI and AO/OA                         12.3
power groups by stage:
stage     clock network [uW]  logic (uW)  registers (uW)
4_1_cts                 1580        1650            2340
5_1_grt                 1650        1780            2380
6_report                1530        1610            2340
synth_stat cells, types with 4 or more instances:
cell type    n
ha_1         8
and2_1       5
a221oi_1   104
edfxtp_1   424
a21oi_1      4
a32o_1       8
o21ai_1      5
a21o_1       5
a22o_1     144
a22oi_1      4
inv_1        9
buf_6       10
and3_1      64
dfrtp_1    223
clkbuf_1    82
nand2_1    111
xnor2_1      6
buf_2       14
mux2_2      96
o21ai_0    103
critical path, cell delays in order:
cell and delay [ns]:
clkdlybuf4s50_1 0.45, inv_1 0.12, a32o_4 0.61, buf_4 0.70
buf_4 0.68, o21ai_0 0.23
layout make-up:
cell class,count,share of cell area [%]
Tap cell,773,3.19
Clock buffer,96,6.26
Clock inverter,28,0.709
Sequential cell,648,60.4
Antenna cell,1,0.00824
Inverter,9,0.111
Multi-Input combinational cell,696,17.4
Timing Repair Buffer,370,11.9
layer usage:
layer	vias to the layer above	share of wire [%]
met4	0	1.7
li1	6410	-
met2	513	48
met5	-	0
met1	6998	41
met3	100	8.7
flip-flops by register name (all words and copies together) (netlist names), 3 cells and up:
name	count
selh	4
iahb2mem_fifo.wptr	3
hctrl_info	42
addr	32
datain	64
iahb2mem_fifo.mem	424
iahb2mem_fifo.rptr	3
HRDATA	64
sel	4
Power is estimated from default activity; no workload was simulated.
